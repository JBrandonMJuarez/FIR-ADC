===== flow/design.v =====
module ADC_FREQ_DIV(
	input           	clk_in,      
	input					rst_in,
   output 	 [7:0]	div_out       
);
	reg [6:0] count = 7'b0000000;
	always@(posedge clk_in, negedge rst_in)
	begin
		if(!rst_in)
			count <= 7'b0000000;
		else
			count <= count + 1'b1;
	end
	assign div_out = {count,clk_in};
endmodule
module ADC_FREQ_MUX(
	input		[2:0]		sel_in,
	input		[7:0]		clk_div_in,
   output 	reg		clk_div_out       
);
	always@(*)
	begin
		case(sel_in)
			3'b000:
				clk_div_out = clk_div_in[0];
			3'b001:
				clk_div_out = clk_div_in[1];
			3'b010:
				clk_div_out = clk_div_in[2];
			3'b011:
				clk_div_out = clk_div_in[3];
			3'b100:
				clk_div_out = clk_div_in[4];
			3'b101:
				clk_div_out = clk_div_in[5];
			3'b110:
				clk_div_out = clk_div_in[6];
			3'b111:
				clk_div_out = clk_div_in[7];
		endcase
	end
endmodule
module ADC_SAMP_FREQ(
	input						clk_in,
	input						rst_in,
	input						clk_div_in,
	input				[5:0]	time_mult_in,
	input						en_in,
	output					samp_trig_out
);
	reg	[5:0] time_count = 6'b000000;
	wire			samp_trig_w;
	always @(posedge clk_div_in, negedge rst_in)
	begin
		if(!rst_in)
		begin
			time_count <= 6'b000000;
		end
		else
		if (en_in & clk_in)
		begin
			begin
				if(time_count == 6'b0)
				begin
					time_count <= 6'b111111 - time_mult_in ;
				end
				else
				begin
					time_count <= time_count + 1'b1;
				end
			end
		end
	end
	assign samp_trig_w = (time_count == 6'b0) ? 1'b1 : 1'b0;
	assign samp_trig_out = en_in & samp_trig_w;
endmodule
module ADC_SEQUENCER(
	input           		clk_in,
	input						rst_in,
	input						eoc_in,
	input						full_in,
	input			[2:0]		ADC_ctrl0_in,
	input			[8:0]		ADC_sampl_time_in,
   output 					soc_out,
	output					int_out,
	output					samp_trig_out,
	output		[3:0]		seq_out,
	output		[2:0]		state_out
);
	wire	[7:0]	div_w;
	wire			clk_div_w;
	wire			samp_trig_w;
	wire			clk10_1;
	wire	[5:0]	FSM_ctrl;
	wire			ADC_en;
	wire			ADC_start;
	wire			free_run;
	wire			eoc_w;
	wire			full_w;
	wire	[5:0]	SEQ_ctrl;
	assign {{free_run},{ADC_start},{ADC_en}} = {ADC_ctrl0_in[2:0]};
	assign eoc_w = eoc_in;
	assign full_w = full_in;
	assign FSM_ctrl = {{full_w},{eoc_w},{samp_trig_w},{free_run},{ADC_start},{ADC_en}};
	assign samp_trig_out = samp_trig_w;
	DIV10_1 u0(
		.rst_in		(rst_in),
		.clk_in		(clk_in),
		.clk_out		(clk10_1)
	);
	ADC_FREQ_DIV U1(
		.clk_in		(clk10_1),
		.rst_in		(rst_in),
		.div_out		(div_w)
	);
	ADC_FREQ_MUX U2(
		.sel_in			(ADC_sampl_time_in[2:0]),
		.clk_div_in		(div_w),
		.clk_div_out	(clk_div_w)
	);
	ADC_SAMP_FREQ U3(
		.clk_in			(clk10_1),
		.rst_in			(rst_in),
		.clk_div_in		(clk_div_w),
		.time_mult_in	(ADC_sampl_time_in[8:3]),
		.en_in			(seq_out[2]),
		.samp_trig_out	(samp_trig_w)
	);
	ADC_SEQUENCER_FSM U4(
		.clk_in			(clk_in),
	   .rst_in			(rst_in),
	   .ctrl_in			(FSM_ctrl),
	   .ctrl_out		(SEQ_ctrl),
		.state_out		(state_out)
	);
	assign soc_out = {SEQ_ctrl[3]};
	assign int_out = {SEQ_ctrl[5]};
	assign seq_out = {{SEQ_ctrl[4]},{SEQ_ctrl[2:0]}}; 
endmodule
module ADC_SEQUENCER_FSM(
	input							clk_in,
	input							rst_in,
	input				[5:0]		ctrl_in,
	output	reg	[5:0]		ctrl_out,
	output			[2:0]		state_out
);
	parameter idle = 0, start = 1, cap_sampl = 2, wait_cap = 3, wait_eoc = 4, gen_int = 5, finish = 6;
	reg	[2:0] state = idle;
	reg	[2:0] nxt_state = idle;
	assign state_out = state;
	always_ff @(posedge clk_in, negedge rst_in)
	begin
		if(!rst_in)
		begin
			state <= idle;
		end
		else
		begin
			state <= nxt_state;
		end
	end
	always_comb
	begin
		nxt_state <= idle;
		case(state)
				idle:
				begin
					case(ctrl_in)
						6'b000011,				 
						6'b000111:				 
							nxt_state <= start;
						default:
							nxt_state <= idle;
					endcase
				end
				start:
				begin
					case(ctrl_in)
						6'b000011,
						6'b000111:
							nxt_state <= cap_sampl;
						default:
							nxt_state <= start;
					endcase
				end
				cap_sampl:
				begin
					case(ctrl_in)
						6'b000011,
						6'b000111:
							nxt_state <= wait_cap;
						default:
							nxt_state <= cap_sampl;
					endcase
				end
				wait_cap:
				begin
					case(ctrl_in)
						6'b000011,
						6'b000111:
							nxt_state <= wait_eoc;
						default:
							nxt_state <= wait_cap;
					endcase
				end
				wait_eoc:
				begin
					case(ctrl_in)
						6'b010011,
						6'b010111:
							nxt_state <= gen_int;
						default:
							nxt_state <= wait_eoc;
					endcase
				end
				gen_int:  
				begin
					case(ctrl_in)
						6'b001111:
							nxt_state <= finish;
						default:
							nxt_state <= gen_int;
					endcase
				end
				finish:
				begin
					case(ctrl_in)
						6'b001111:
							nxt_state <= cap_sampl;
						default:
							nxt_state <= finish;
					endcase
				end
				default:
					nxt_state <= idle;
			endcase
	end
	always_comb
	begin
		case(state)	 
			idle:
				ctrl_out = 6'b000000;
			start:
				ctrl_out = 6'b010011;
			cap_sampl:
				ctrl_out = 6'b000101;
			wait_cap:
				ctrl_out = 6'b001101;
			wait_eoc:
				ctrl_out = 6'b010111;
			gen_int:
				ctrl_out = 6'b000101;
			finish:
				ctrl_out = 6'b110111;
			default:
				ctrl_out = 6'b000000;
		endcase
	end
endmodule
module DIV10_1(
	input			rst_in,
	input			clk_in,
	output reg	clk_out
);
	reg [3:0] div_reg = 4'b0000;
	always @(posedge clk_in, negedge rst_in)
	begin
		if (!rst_in)
		begin
			div_reg <= 4'b000;
			clk_out <= 1'b0;
		end
		else
		begin
			if(div_reg == 4'b100)   
			begin
				div_reg <= 4'b0;
            clk_out <= ~clk_out;
         end
			else
			begin
				div_reg <= div_reg + 1'b1;
         end  
		end
	end
endmodule

===== flow/run.sh =====
#!/bin/bash
# OpenROAD 26Q1-2900-gdf79404cd8, Yosys 0.63+post, stock flow scripts
make -C /OpenROAD-flow-scripts/flow DESIGN_CONFIG=/design/flow/config.mk WORK_HOME=/design/flow/orfs finish

===== flow/config.mk =====
export PLATFORM = sky130hd
export DESIGN_NAME = ADC_SEQUENCER
export DESIGN_NICKNAME = ADC_SEQUENCER
export VERILOG_FILES = /design/flow/design.v
export SDC_FILE = /design/flow/constraint.sdc
export NUM_CORES = 4
export LEC_CHECK = 1
export CORE_AREA = 10 10 98 98
export DIE_AREA = 0 0 108 108

===== flow/constraint.sdc =====
current_design ADC_SEQUENCER

set clk_period 1.9
set clk_io_pct 0.2

create_clock -name clk0 -period $clk_period [get_ports {clk_in}]

set non_clock_inputs [all_inputs -no_clocks]
set_input_delay [expr $clk_period * $clk_io_pct] -clock clk0 $non_clock_inputs
set_output_delay [expr $clk_period * $clk_io_pct] -clock clk0 [all_outputs]

==> out/qor.txt <==
First-pass GRT wire length - 5050 um
RSZ-0062 raised after global routing - false
Ant. Diodes - 0
# setup viols final - 0
Final critical-path required period - 1850 ps
Fin area - 1720 um2
Worst-path maximum fanout - 6
Clock latency on the worst-skew pair - 220 ps
Yosys stat chip area - 1230 um2
CP endpoint kind - output port
Switch share - 0.317
Hold Vio Cnt, Final - 0
H-tree levels - 1
#FFs+latches synth - 21
DRT antenna net count - 0
CTS Root Cell - clkbuf_8
# rows - 32
Max Clock Freq - 542 MHz
Tot Pwr - 0.969 mW
Library cells used by synthesis - 41
Fp util - 0.160
FFs w/ async S/R, synth - 1.00
Synth Flop Type - dfrtp_1
Max FFs per register - 7
Worst min-delay path category - in2async
Mapped Area - 1230 um2
Ports - 26
Cell count listed in synth_stat.txt - 119
Clock Tree Buf Depth - 2
R2R cell count - 5
I/O Buffers - 25
CP Class - reg2out
Switch Pwr - 0.308 mW
Via count - 993
Register pins left without a clock - 13
Status - completed
Pwr/cell area - 562 nW/um2
Worst setup margin - 53.6 ps
Chip area - 11700 um2
Post-DR vias/cell - 3.96
Area leader, netlist - dfrtp_1
Initial antenna violation count - 0
Count of final max-slew check failures - 0
Die height - 108 um
Slew HR - 0.435
Grt ovf - 0
Hold-fix buffers, CTS - 0
Clock network power share - 0.204
Drt total wl - 2910 um
Die Span X - 108 um
Top cells, area - dfrtp_1 (43%), ha_1 (5.1%), mux4_2 (3.7%)
Comb pwr share - 0.539
Routed len/inst - 11.6 um
Endpoints left unconstrained - 13
Largest net degree at the start of global routing - 14
Worst reg2reg setup slack - 530 ps
Max VDD drop - 0.317 mV
CTS clock-pin slew for the worst setup and hold paths - 40 ps
Vias in the first global route - 1033
All-Layer GR Usage - 0.0529
Num CTS Buffers - 3
Max-area cell share - 0.429
Layout Skew - 1.95 ps
CORE AREA - 7650 um2
Ys Warns - 5
Drt drc - 0
Layout Utilization - 0.225
Fin Hold WS - 477 ps
Period utilisation layout - 0.972
Max cap viols - 0
Placed Area - 1600 um2
Syn Inst Count - 119
Share of cells above drive strength 1 - 0.221
Dpl cells - 244
Post-synth EDFFs - 0
Startpoint Class - flop
Worst slew pin tran - 848 ps
Drt first pass iters - 4
Area grow syn2layout - 40.6%
CP arrival - 1470 ps
Seq share, synth - 0.429
Tool warnings - 27
1st-iter DRT viols - 32
TNS Setup - 0 ps
Dpl ws - 142 ps
Sequential Power Share - 0.256
Dpl hpwl - 2330 um
Worst Path Required - 1520 ps
Internal - 0.662 mW
Syn avg cell area - 10.3 um2
TritonCTS clock tree - done
GPL Wtd Cong - 0.751
Final Non-Filler Cells - 251
Leak - 0.719 nW
[power by group through the flow]
| stage | clock network (mW) | registers [mW] | logic [mW] |
|---|---|---|---|
| 4_1_cts | 0.201 | 0.242 | 0.518 |
| 5_1_grt | 0.213 | 0.252 | 0.584 |
| 6_report | 0.198 | 0.248 | 0.523 |
[cell usage in the layout (no fill, tap or decap), types with 2 or more instances in the layout]
master           Yosys  layout
nand3_1              8       8
o22a_1               4       4
ha_1                 5       5
dfrtp_2              0       2
nand2_1              6       6
xor2_1               2       2
clkbuf_8             0       3
clkdlybuf4s50_1      0      22
nor2_1               5       2
and4_1               2       2
and3_1               3       2
a21oi_2              3       3
o31ai_1              2       2
nor2_2               1       3
xnor2_1              5       5
nor3_1               5       4
o21ai_0              2       2
a21oi_1              6       6
buf_6                0       3
inv_1                8       8
a22oi_1              2       2
mux4_2               2       2
buf_4                3       6
dfrtp_1             21      19
dlygate4sd2_1        0       2
[cell type report]
class | instances | area (um2)
clock buffer | 3 | 41.3
fill | 788 | 5920
inverter | 8 | 30.0
multi-input combinational | 83 | 668
sequential | 21 | 528
tap | 102 | 128
timing repair buffer | 34 | 329
[what timing repair did]
item / in CTS / in global routing
endpoints found under the setup margin: 3 / 5
setup buffers: 3 / 1
gates resized: 11 / 6
pin swaps: 2 / 1
[routing by layer]
layer | up-vias | global-route usage | share of wire
met4 | 0 | 0.00286 | 0.0041
met5 | - | 0 | 0
met2 | 12 | 0.0888 | 0.51
met1 | 483 | 0.0686 | 0.43
li1 | 496 | - | -
met3 | 2 | 0.0169 | 0.056
[Yosys cell counts (all sizes together), types with 3 or more instances]
cell and instances:
xnor2 5, nor3 6, o22a 4, and3 3, nand3 8, buf 5, dfrtp 21, a21oi 9
nor2 6, inv 8, ha 5, nand2 6
[logic make-up after synthesis]
family | after synthesis | synth area share
simple gates | 38 | 0.182
flops | 21 | 0.429
buf+inv | 15 | 0.0571
compound gates | 29 | 0.177
mux | 4 | 0.0551
xor+xnor | 7 | 0.0500
fa+ha+maj | 5 | 0.0510
[worst paths after layout]
kind | endpoint | from
max | seq_out[3] | U4.state[0]$_DFF_PN0_
max in group asynchronous | U4.state[1]$_DFF_PN0_ | rst_in
min reg2reg | u0.div_reg[0]$_DFF_PN0_ | u0.div_reg[0]$_DFF_PN0_
max reg2reg | u0.div_reg[2]$_DFF_PN0_ | u0.div_reg[0]$_DFF_PN0_
min in group clk0 | u0.div_reg[0]$_DFF_PN0_ | u0.div_reg[0]$_DFF_PN0_
min | u0.div_reg[2]$_DFF_PN0_ | rst_in
[critical path, stage by stage, from the launching register on]
cell and delay, ps:
dfrtp_1 380, buf_6 140, mux2_4 310, clkdlybuf4s50_1 410
Power and IR drop assume default switching activity.
